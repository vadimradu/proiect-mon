==> flow/design.v <==
`timescale 1ns / 1ps
module DigitSelector(  
			input [7:0] c0,
			input [7:0] c1,
			input [7:0] c2,
			input [7:0] c3,
			input clock,
			output [3:0] ANx,
			output [7:0] Cx
);
			reg[7:0] segm;
			reg[3:0] anode;
			reg[2:0] digit = 1;
			reg[19:0] counter = 0;
		always@(negedge clock)
		begin
			if (digit == 1)
        begin
            if (counter == 200000)
                begin
                    digit = 2;
						  segm = c3;
                end
            else
                begin
                counter = counter + 1;
                end
        end
    else if (digit == 2)
        begin
            if (counter == 400000)
                begin
                    digit = 3;
						  segm = c2;
                end
            else
                begin
                    counter = counter + 1;
                end
        end
    else if (digit == 3)
        begin
            if (counter == 600000)
                begin
                    digit = 4;
						  segm = c1;
                end
            else
                begin
                    counter = counter + 1;
                end
        end
    else if (digit == 4)
        begin
            if (counter == 800000)
                begin
                    digit = 1;
						  segm = c0;
                    counter = 0;
                end 
            else
                begin
                    counter = counter + 1;
                end
        end 
end
always@(*)
	begin
    case(digit)
        0: anode = 4'b1111;  
        4: anode = 4'b1110;  
        3: anode = 4'b1101;  
        2: anode = 4'b1011;  
        1: anode = 4'b0111;  
        default:
        anode = 4'b1111; 
    endcase
	 end
assign {Cx[7],Cx[6],Cx[5],Cx[4],Cx[3],Cx[2],Cx[1],Cx[0]} = segm;
assign ANx = anode;
endmodule
`timescale 1ns / 1ps
	module leveldecoder(
		input [3:0] level,
		output reg [7:0] c0
    );
	always @ (level) begin
	 case(level)
			0: c0= 8'b11000000;
			1: c0= 8'b11111001;
			2: c0= 8'b10100100;
			3: c0= 8'b10110000;
			4: c0= 8'b10011001;
			5: c0= 8'b10010010;
			6: c0= 8'b10000010;
			7: c0= 8'b11111000;
			8: c0= 8'b10000000;
			9: c0= 8'b10010000;
			default: c0= 8'b10000110; 
	 endcase
	 end
	 endmodule  
`timescale 1ns / 1ps
module PointsDecoder(
			input [9:0] points, 
			output  [3:0] c1,   
			output  [3:0] c2,  
			output  [3:0] c3   
    );
reg [3:0] units;
reg [3:0] tens;
reg [3:0] hundreds;
integer i;
		always @(points)
			begin
					hundreds=4'd0;
					tens=4'd0;
					units=4'd0;
			for(i=9; i>=0; i=i-1)
				begin
						if(hundreds>=5)
								hundreds=hundreds+3;
						if(tens>=5)
								tens=tens+3;
						if(units>=5)
								units=units+3;
			hundreds=hundreds<<1;
			hundreds[0]=tens[3];
			tens=tens<<1;
			tens[0]=units[3];
			units=units<<1;
			units[0]= points[i];
			end
		end
wire [11:0] digit;
assign digit[3:0] = units;
assign digit[7:4] = tens;
assign digit[11:8] = hundreds;
leveldecoder Levdec_u (.level(digit[3:0]),.c0(c3));
leveldecoder Levdec_t (.level(digit[7:4]),.c0(c2));
leveldecoder Levdec_h (.level(digit[11:8]),.c0(c1));
endmodule
`timescale 1ns / 1ps
module sevensegmentdisplay_top(
    input clock,
    input [9:0] points,
    input [3:0] level,
    output [3:0] ANx,
    output [7:0]Cx
    );
	 wire [7:0] w_C0;
	 wire [7:0] w_C2;
	 wire [7:0] w_C1;
	 wire [7:0] w_C3;
PointsDecoder PD(.points(points), .c3(w_C3), .c2(w_C2), .c1(w_C1));
leveldecoder LevD(.level(level), .c0(w_C0));
DigitSelector DS (.clock(clock), .c3(w_C3), .c2(w_C2), .c1(w_C1), .c0(w_C0), .ANx(ANx), .Cx(Cx));
endmodule
==> flow/run.sh <==
#!/bin/bash
# OpenROAD 26Q1-2900-gdf79404cd8, Yosys 0.63+post, stock flow scripts
make -C /OpenROAD-flow-scripts/flow DESIGN_CONFIG=/design/flow/config.mk WORK_HOME=/design/flow/orfs finish
==> flow/config.mk <==
export PLATFORM = sky130hd
export DESIGN_NAME = sevensegmentdisplay_top
export DESIGN_NICKNAME = sevensegmentdisplay_top
export VERILOG_FILES = /design/flow/design.v
export SDC_FILE = /design/flow/constraint.sdc
export NUM_CORES = 4
export LEC_CHECK = 1
export CORE_UTILIZATION = 30
==> flow/constraint.sdc <==
current_design sevensegmentdisplay_top

set clk_period 8.4
set clk_io_pct 0.2

create_clock -name clk0 -period $clk_period [get_ports {clock}]

set non_clock_inputs [all_inputs -no_clocks]
set_input_delay [expr $clk_period * $clk_io_pct] -clock clk0 $non_clock_inputs
set_output_delay [expr $clk_period * $clk_io_pct] -clock clk0 [all_outputs]
==> impl_metrics.env <==
# physical design summary
export IMPL_die_area_um2=13900
export IMPL_clk_pin_slew_worst_paths_ns=0.04
export IMPL_grt_pass1_vias=4221
export IMPL_hold_viol_final=0
export IMPL_cp_arrival_ns=7.42
export IMPL_ant_nets=0
export IMPL_grt_use_total_pct=16.0
export IMPL_io_pins=27
export IMPL_gp_congestion=0.909
export IMPL_cts_made_buffers=5
export IMPL_lay_top_count="buf_4"
export IMPL_dp_hpwl_um=8150
export IMPL_htreeDepth=2
export IMPL_chipHeight_um=118
export IMPL_dr_pass1_iters=4
export IMPL_numPortBuffers=26
export IMPL_via_count=4455
export IMPL_finalSetupViolCount=4
export IMPL_irDropWorstVdd_uv=161
export IMPL_grt_max_degree=21
export IMPL_cts_buffer_depth=2
export IMPL_netlist_area_um2=4030
export IMPL_ys_seq_share_pct=23.1
export IMPL_required_ns=4.28
export IMPL_violations="negative setup slack"
export IMPL_min_delay_path_class="register to register"
export IMPL_overflow=0
export IMPL_cap_violations=0
export IMPL_avgViaCountPerCell=5.10
export IMPL_status="finished with violations"
export IMPL_drt_wl_total_um=11000
export IMPL_cts_root_buf="clkbuf_16"
export IMPL_layout_drive_gt1_share_pct=38.3
export IMPL_endpoint_kind="register"
export IMPL_drtIter0Drc=289
export IMPL_n_antenna_cell=0
export IMPL_openroad_warnings=70
export IMPL_path_max_fanout=4
export IMPL_crit_slowest_cell="xor3_1"
export IMPL_rsz0062_at_grt="true"
export IMPL_power_density_nw_per_um2=274
export IMPL_yosysCellCount=488
export IMPL_core_area_um2=12900
export IMPL_die_x_um=118
export IMPL_ys_async_sr_fraction_pct=0
export IMPL_drc_errors=0
export IMPL_cts_tree="built"
export IMPL_flop_cell="edfxtp_1"
export IMPL_yosys_stat_area_um2=4030
export IMPL_cts_sinks=31
export IMPL_cpPeakStageDelay_ns=0.38
export IMPL_synth_edff_count=31
export IMPL_synth_warnings=9
export IMPL_fin_skew_ns=0.0167
export IMPL_drv_slew=0
export IMPL_worst_path_buf_inv=10
export IMPL_initCoreUtil_pct=31.3
export IMPL_crit_path_start_kind="input pin"
export IMPL_synth_area_per_cell_um2=8.25
export IMPL_setup_slack_ns=-3.13
export IMPL_p_leak_nw=2.75
export IMPL_tightest_slew_ns=0.482
export IMPL_area_growth_pct=59.3
export IMPL_crit_type="input pin to register"
export IMPL_postCtsHoldBufs=0
export IMPL_max_slew_margin_pct=67.6
export IMPL_fill_cells=1127
export IMPL_layout_cells_most_common_list="buf_4 (164), inv_1 (56), nor2_1 (44), nand2_1 (33), edfxtp_1 (31)"
export IMPL_rows=41
export IMPL_ys_types=90
export IMPL_grt_first_pass_wirelength_um=18900
export IMPL_cp_top_family="AND-OR/OR-AND gates"
export IMPL_wl_per_cell_um=12.6
export IMPL_clk_latency_ns=0.35
export IMPL_antenna_found_initial=0
export IMPL_ys_flops=31
export IMPL_dp_slack_ns=-4.17
export IMPL_tns_ns=-12.08
export IMPL_syn_inst=488
sequential cells by signal, indices dropped and copies added (netlist names):
name	cells
DS.counter	20
DS.segm	8
DS.digit	3
logic make-up (layout without fill, tap and decap cells):
logic type               Yosys count  in the layout  synth area share, %
AND/OR/NAND/NOR                  192            192                 24.9
AND-OR/OR-AND                    143            143                 27.6
buffers and inverters             55            269                 5.50
flip-flops                        31             31                 23.1
XOR/XNOR                          30             30                 7.42
adder cells (fa/ha/maj)           25             25                 7.77
multiplexers                      12             12                 3.67
stage by stage:
stage               cells  utilization (%)  total power [mW]  hold slack (ns)  instance area [µm²]
floorplan             488                -             0.844            0.557                 4230
global placement      817             44.6              1.27            0.585                 5750
detailed placement    817             44.6              1.28            0.592                 5750
CTS                   866             48.3              1.67            0.605                 6220
global route          874             49.8              1.91            0.628                 6410
finish                874             49.8              1.76            0.612                 6410
worst reg2reg max path, delay by kind of cell, from the launching register on:
family | cells | cell delay [ns]
compound gates | 1 | 0.15
fa+ha+maj | 1 | 0.13
buf+inv | 1 | 0.09
flops | 1 | 0.45
simple gates | 6 | 2.14
layout make-up:
cell class / count / area [µm²] / area share (%)
well taps: 172 / 215 / 3.35
repair buffers: 196 / 1570 / 24.5
multi-input cells: 402 / 3280 / 51.1
inverters: 35 / 144 / 2.24
clock buffers: 5 / 125 / 1.95
clock inverters: 33 / 151 / 2.36
flip-flops and latches: 31 / 931 / 14.5
where the power goes:
group / switching [mW] / total, mW / internal (mW)
combinational: 0.591 / 1.33 / 0.739
sequential: 0 / 0.174 / 0.174
clock: 0.0965 / 0.254 / 0.157
total: 0.687 / 1.76 / 1.07
synth_stat cells, drive strengths merged, types with 7 or more instances:
cell,count,share of area [%]
nand3,25,3.1
a31oi,7,1.1
nand2,35,3.3
a211oi,7,1.4
clkbuf,13,1.2
a21oi,24,3.3
o21ai,30,3.9
nand2b,10,1.6
mux2i,9,2.7
and2,8,1.2
nor2,46,4.3
and3,8,1.2
edfxtp,31,23
nor3,21,3.0
ha,25,7.8
o211ai,11,2.2
nor4,7,1.1
inv,35,3.3
xor2,11,2.4
xnor2,17,3.9
final timing paths:
path	start	cells after the start	slack (ns)	endpoint
max	points[8]	41	-3.13	DS.segm[1]
min	DS.counter[4]	1	0.61	DS.counter[4]
max reg2reg	DS.counter[0]	9	5.11	DS.counter[7]
min reg2reg	DS.counter[4]	1	0.61	DS.counter[4]
per-layer routing:
metal	vias up	GRT usage, %	share of wire [%]
met1	2096	24.1	50
met4	0	2.72	0.73
li1	2268	-	-
met5	-	0	0
met2	85	25.0	47
met3	6	2.17	3.2
repair_timing:
item                       4_1_cts  5_1_grt
resized                         36       26
pin swaps                       29       23
gates cloned                     0        0
setup endpoints to repair        4        4
setup buffers                   13       10
Power and IR drop assume default switching activity.
